## /design/flow/run.sh

```bash
#!/bin/bash
# OpenROAD 26Q1-2900-gdf79404cd8, Yosys 0.63+post, stock flow scripts
make -C /OpenROAD-flow-scripts/flow DESIGN_CONFIG=/design/flow/config.mk WORK_HOME=/design/flow/orfs finish
```

## /design/flow/config.mk

```make
export PLATFORM = sky130hd
export DESIGN_NAME = booth_mult
export DESIGN_NICKNAME = booth_mult
export VERILOG_FILES = /design/flow/design.v
export SDC_FILE = /design/flow/constraint.sdc
export NUM_CORES = 4
export LEC_CHECK = 1
export CORE_AREA = 10 10 84 84
export DIE_AREA = 0 0 94 94
```

## /design/flow/constraint.sdc

```tcl
current_design booth_mult

set clk_period 6.8
set clk_io_pct 0.2

create_clock -name clk0 -period $clk_period

set non_clock_inputs [all_inputs -no_clocks]
set_input_delay [expr $clk_period * $clk_io_pct] -clock clk0 $non_clock_inputs
set_output_delay [expr $clk_period * $clk_io_pct] -clock clk0 [all_outputs]
```

## /design/flow/design.v

```verilog
`timescale 1ns / 1ps
module booth_mult(A, B, PROD);
       input signed [3:0] A, B;
       output reg signed [7:0] PROD;
       reg [1:0] TMP;
       integer i;
       reg E1;
       always @ (A, B) begin
           PROD = 8'd0;
           E1 = 1'd0;
           for (i = 0; i < 4; i = i + 1) begin
               TMP = {A[i], E1};
               case (TMP)
                   2'b10: PROD[7 : 4] = PROD[7 : 4] - B;
                   2'b01 : PROD[7 : 4] = PROD[7 : 4] + B;
               endcase
               PROD = PROD >> 1;
               PROD[7] = PROD[6];
               E1 = A[i];
           end
       end
endmodule
```

==> results.cfg <==
; implementation run metrics
[worst_hold_path]
hold-path-cell-count = 7
hp-class = in2out

[yosys]
ys_area_sq_um = 749
top_cells_by_area = ha_1 20%, mux2_2 12%, fa_1 8.0%, xnor2_1 7.0%, xor2_1 7.0%
yosysWarnings = 1
syn_inst = 93
synth_cell_types = 27
top_area_cell = ha_1
yosys_cells = 93
yosys.area.top_type_share = 0.200
ys_seq_frac = 0
avgSynthCellArea_sq_um = 8.06
synthTopCellsByCount = 12 x ha_1, 12 x inv_1, 10 x nor2_1
syn-cell-area_sq_um = 749

[timing]
finalCritPeriodShare = 0.976
fin_crit_ps = 6640
drv_slew = 0
hold_viol_final = 0
finalSetupViolations = 0
finalWorstSetupSlack_ps = 162
tns_ps = 0
worst_pin_slew_ps = 291
max_freq_mhz = 151
slew_headroom = 0.805
holdWs_ps = 3490

[finish]
comb_area_sq_um = 830
n_clock_buffer = 0
finish.utilization = 0.260
fill_cells = 562
ff_count = 0
drive_above_1_share = 0.567
areaGrowthSynthToFinish_pct = 80.6
seqCellArea_sq_um = 0

[worst_setup_path]
path_max_fanout = 3
crit_chain = dlygate4sd2_1 > inv_2 > ha_4 > mux2_4 > buf_4 > fa_1 > mux2_2 > ha_1 > fa_1 > mux2_2 > ha_2 > inv_2 > fa_1 > nor2_1 > a21o_1 > clkdlybuf4s50_1
startpoint_type = input pin
slowest_stage = clkdlybuf4s50_1
cp.required_ps = 5440
end_kind = primary output
worstSetupPathType = in2out
cpMostUsedCell = fa_1
endpoint = PROD[4]
critical_path_arrival_ps = 5280
slowest_delay_ps = 460
cp-startpoint = A[1]

[power_and_ir_drop]
ir_drop_v = 0.000144
seqPwrFrac = 0
leakagePower_uw = 0.000631
p_total_uw = 223
cellPowerDensity_nw_per_um2 = 165
clkPwrFrac = 0
swShare = 0.385
internal_power_uw = 137
combPwrFrac = 1.000
power.switching_uw = 85.9

[global_route]
grt_max_degree = 8
grt_pass1_vias = 823
grt_remaining_overflow = 0
grt_pass1_wl_mm = 3.69
grt_usage = 0.0497
antenna_found_initial = 0

[routing]
wirelength_mm = 2.23
antenna_left = 0
routed-via-count = 792
initialDrtViolationCount = 8
wl_per_cell_microns = 10.6
via_per_inst = 3.75
diodes = 0
dr.pass1.iters = 2
drc = 0

[place]
dp_hpwl_mm = 1.68
gp_congestion = 0.837
portBuffers = 16
dp_slack_ps = -736

[run_status]
status = finished, final reports clean

[die]
floorplan.core_util = 0.144
die_y_microns = 94
dieArea_sq_um = 8840
die_w_microns = 94
ios = 16
rows = 26
fp.coreArea_sq_um = 5200

[clock_network]
cts_hold_buf = 0

[job]
maxCapViolCount = 0
tool_warnings = 33
==> worst min-delay path by stage <==
| stage | startpoint | end | slack, ps |
|---|---|---|---|
| CTS | B[0] | PROD[1] | 3510 |
| global route | B[0] | PROD[0] | 3540 |
| finish | B[3] | PROD[7] | 3490 |
==> layer usage <==
layer,global-route usage,vias up,part of all wire
met5,0,-,0
met4,0,0,0
met3,0.00727,0,0.029
met2,0.0904,8,0.48
met1,0.0638,366,0.49
li1,-,418,-
==> area by class of cell <==
| type | instances | area share |
|---|---|---|
| Timing Repair Buffer | 51 | 0.289 |
| Tap cell | 70 | 0.0647 |
| Inverter | 12 | 0.0333 |
| Multi-Input combinational cell | 78 | 0.613 |
==> cell usage in the layout, fill, tap and decap left out, types with 2 or more instances in the layout <==
cell              n
a21o_1            3
a21oi_2           4
a31oi_1           2
and2_1            2
buf_2             2
buf_4            35
clkbuf_2          4
clkdlybuf4s50_1   7
dlygate4sd2_1     2
fa_1              3
ha_1              6
ha_4              5
inv_1             6
inv_2             6
mux2_2            7
nand2_1           5
nor2_1            8
nor2_2            2
o21ai_0           2
xnor2_1           5
xor2_1            5
==> repair_timing <==
| item | in CTS | in global routing |
|---|---|---|
| gates resized | 33 | 27 |
| pin swaps | 11 | 14 |
| setup endpoints to repair | 4 | 4 |
| buffers inserted | 6 | 6 |
==> per-stage QoR <==
stage	instances	instance area, sq um
after global routing	211	1350
final	211	1350
after global placement	201	1160
after detailed placement	201	1160
after CTS	207	1290
after floorplan	93	749
==> cells by family after synthesis <==
kind of cell    after synthesis  synth area share
mux                           8             0.120
compound gates               16             0.164
xor+xnor                     13             0.170
simple gates                 26             0.175
buf+inv                      15            0.0901
fa+ha+maj                    15             0.280
==> worst max-delay path, delay by kind of cell <==
family | cells | cell delay (ps)
adders and majority gates | 6 | 1840
buffers and inverters | 5 | 990
muxes | 3 | 880
and+or+nand+nor | 1 | 110
AOI/OAI and AO/OA | 1 | 90
==> power by group through the flow <==
stage     combinational, uW  sequential, uW  clock, uW
6_report                223               0          0
4_1_cts                 218               0          0
5_1_grt                 252               0          0
No activity file was given, so power comes from the tool's default toggle rates.
