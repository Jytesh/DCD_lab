<file path="./run.sh">
#!/bin/bash
# OpenROAD 26Q1-2900-gdf79404cd8, Yosys 0.63+post, stock flow scripts
make -C /OpenROAD-flow-scripts/flow DESIGN_CONFIG=/design/flow/config.mk WORK_HOME=/design/flow/orfs finish
</file>
<file path="./config.mk">
export PLATFORM = sky130hd
export DESIGN_NAME = ksa_8
export DESIGN_NICKNAME = ksa_8
export VERILOG_FILES = /design/flow/design.v
export SDC_FILE = /design/flow/constraint.sdc
export NUM_CORES = 4
export LEC_CHECK = 1
export CORE_AREA = 10 10 70 70
export DIE_AREA = 0 0 80 80
</file>
<file path="./constraint.sdc">
current_design ksa_8

set clk_period 6.4
set clk_io_pct 0.2

create_clock -name clk0 -period $clk_period

set non_clock_inputs [all_inputs -no_clocks]
set_input_delay [expr $clk_period * $clk_io_pct] -clock clk0 $non_clock_inputs
set_output_delay [expr $clk_period * $clk_io_pct] -clock clk0 [all_outputs]
</file>
<file path="./design.v">
module ksa_8(A,B,Cin,S,Cout);
input [7:0] A,B;
input Cin;
output [7:0] S;
output Cout;
genvar i;
wire [7:0] p,g,cp,cg,ccp,ccg,cccp,cccg,c;
assign p=A^B;
assign g=A&B;
generate
  for (i = 0; i < 8; i = i+1) begin
    if (i == 0) begin
      assign cp[i] = p[i];
    end else begin
      assign cp[i] = p[i] & cp[i-1];
    end
  end
endgenerate
generate
  for (genvar i = 0; i < 8; i = i + 1) begin
    if (i == 0) begin
      assign cg[i] = g[i];
    end else begin
      assign cg[i] = g[i] | (p[i] & cg[i-1]);
    end
  end
endgenerate
generate  
  for (genvar i = 0; i < 8;  i = i + 1) begin
    if (i == 0) begin
      assign ccp[i] = cp[i];
    end else begin
      assign ccp[i] = cp[i] & ccp[i-1];
    end
  end
endgenerate
generate  
  for (genvar i = 0; i < 8; i = i + 1) begin
    if (i == 0) begin
      assign ccg[i] = cg[i];
    end else begin
      assign ccg[i] = cg[i] | (cp[i] & ccg[i-1]);
    end
  end
endgenerate
generate  
  for (genvar i = 0; i < 8; i = i + 1) begin
    if (i == 0) begin
      assign cccp[i] = ccp[i];
    end else begin
      assign cccp[i] = cccp[i] & cccp[i-1];
    end
  end
endgenerate
generate  
  for (genvar i = 0; i < 8; i = i + 1) begin
    if (i == 0) begin
      assign cccg[i] = ccg[i];
    end else begin
      assign cccg[i] = ccg[i] | (ccp[i] & cccg[i-1]);
    end
  end
endgenerate
assign c=cccg;
assign Cout=c[7];
wire [7:0] CP = {c[6:0], Cin};
assign S = p ^ CP;
endmodule
</file>
==> deck_impl_summary.md <==
Run Summary

Run status
  • Outcome: finished, final reports clean

GRT
  • Vias in the first global route: approximately 390
  • Largest net degree at the start of global routing: 5
  • All-Layer GR Usage: under 10%
  • Antenna violations before repair: 0
  • First-pass GRT wire length: roughly 1.8 mm
  • GRT Residual Overflow: 0

Placed design
  • Post-DP HPWL: roughly 1.1 mm
  • Port Buf Inserts: 26
  • Setup WS pre-CTS: approximately 1300 ps
  • GPL Wtd Cong: around 0.82

Yosys
  • Number of cells in Yosys stat: 45
  • Synth Seq Share: 0%
  • Top cell type's share of synthesized area: between 20% and 30%
  • Top cells, area: ha_1 30%, xnor2_1 7.8%, xor2_1 7.8%
  • Distinct cells, synth: 21
  • Post-synth top area cell: ha_1
  • Syn_area_per_cell: 7.48 µm²
  • Yosys warning tally: 0
  • Synthesis area per yosys: around 340 µm²
  • Cells after Synth: 45
  • Cell area after synthesis: approximately 340 µm²

Routing
  • Post-route ant nets: 0
  • DR WL/cell: roughly 9.5 µm
  • Routed vias: between 300 and 400
  • DR pass1 iterations: 4
  • DRC viols: 0
  • Vias/cell: between 3 and 4
  • Routed wire length: between 1 and 1.5 mm
  • Iter 0 DRT Violations: 8
  • Ant diodes: 0

STA
  • Least-Margin Pin Slew: between 300 and 400 ps
  • Minimum clock period: about 5100 ps
  • Slew margin rel.: about 80%
  • Final setup vio count: 0
  • Max Clk Rate: approximately 0.20 GHz
  • Post-route setup slack: approximately 1300 ps
  • Final Hold Vio Count: 0
  • RSZ-0062 raised after global routing: false
  • Setup TNS: 0 ps
  • Max-slew violation count: 0
  • Period utilization: 79.8%

Final layout
  • Flop Count: 0
  • Most common logic cells in the final layout: 26 x clkdlybuf4s50_1, 8 x ha_1, 6 x inv_1
  • Share of cells above drive strength 1: 1.41%
  • Final-layout clock buffer total: 0
  • Flop area: 0 µm²
  • Commonest Layout Cell: clkdlybuf4s50_1
  • P&R area growth vs syn: 94.4%

Worst setup path
  • Most common cell on crit path: clkdlybuf4s50_1
  • Critical path type: input pin to primary output
  • Arr. time, crit path: ~3800 ps
  • End of the critical path: S[7]
  • CP Cell Sequence: clkdlybuf4s50_1 -> ha_1 -> inv_1 -> fa_1 -> nor2b_1 -> or4b_1 -> and3_1 -> a221o_1 -> a31oi_1 -> clkdlybuf4s50_1
  • Worst path slowest cell: or4b_1
  • Crit path from: A[0]
  • Crit end category: primary output
  • Worst EP required: 5120 ps
  • Startpoint types: input pin
  • CP peak stage delay: approximately 510 ps
  • CP max FO: 3

Job
  • Tool warning count: 33
  • Max-cap viol count: 0

Floorplanning
  • Die Ht: 80 µm
  • Site Rows: 21
  • Die width: ~80 µm
  • # IOs: 26
  • Die ar.: 0.00640 mm²
  • Core box area: around 0.0034 mm²
  • Floorplan core density: about a tenth

Clock tree
  • CTS resizes: 0
  • # Post-CTS Setup Buffers: 0
  • Post-CTS Hold Buffers: 0

Power and ir drop
  • Tot Pwr: just under 60 µW
  • Sequential Power Share: 0%
  • Psw: between 15 and 20 µW
  • Pleak: ~0.00028 µW
  • Comb pwr share: 100.0%
  • Power per cell area: between 80 and 90 mW/mm²
  • VDD IR max: 0.0339 mV
  • Int Pwr: around 40 µW
  • Clock power share: 0%
  • Sw Share: ~32%

Worst hold path
  • Min-Delay Path Class: input pin to primary output
[power groups by stage]
stage | Sequential [µW] | Combinational (µW) | Clock, µW
CTS | 0 | 60.9 | 0
global route | 0 | 67.1 | 0
finish | 0 | 58.8 | 0
[Yosys cell counts (all sizes together)]
cell,number
ha,8
inv,6
a21oi,3
nor2,3
o21ai,3
xnor2,3
xor2,3
and2,2
nand2,2
a21o,1
a221o,1
a31oi,1
and3,1
and4,1
fa,1
nand3,1
nand4,1
nor2b,1
nor3,1
or2,1
or4b,1
[how the worst min path moves through the flow]
stage | startpoint | to | cells after the start
final | Cin | S[0] | 3
after global routing | Cin | S[0] | 3
after CTS | Cin | S[0] | 3
[cells by family after synthesis]
group / count (synthesis) / synth area share (%)
simple gates: 15 / 26.0
compound gates: 9 / 16.0
fa+ha+maj: 9 / 35.7
xor+xnor: 6 / 15.6
buf+inv: 6 / 6.69
[layout make-up]
| type | instances | area (µm²) |
|---|---|---|
| fillers | 412 | 2760 |
| multi-input cells | 39 | 314 |
| repair buffers | 26 | 260 |
| well taps | 46 | 57.6 |
| inverters | 6 | 22.5 |
[metal layers]
layer	wire length [µm]	global-route usage [%]
met5	0	0
met4	0	0
met3	96	1.02
met2	492	5.38
met1	519	4.29
[worst max-delay path: cells and delay by family]
family,cells,cell delay (ps)
and+or+nand+nor,3,740
buffers and inverters,3,970
adders and majority gates,2,410
AOI/OAI and AO/OA,2,430
[stage by stage]
step,instance area [µm²],hold WS [ps],utilization [%],std cells
after floorplan,337,2590,-,45
after global placement,654,3500,19.2,117
after detailed placement,654,3500,19.2,117
after CTS,654,3510,19.2,117
after global routing,654,3540,19.2,117
final,654,3500,19.2,117
No activity file was given, so power comes from the tool's default toggle rates.
