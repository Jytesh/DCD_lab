==> ./design.v <==
`timescale 1ns / 1ps
module mult(
        input CLK, RST,
        input [7:0] A, B,
        output reg [15:0] product
    );
        integer i;
        reg [15:0] A1, B1;
        always @(posedge CLK) begin
            if (~RST)
                product=0;
            else begin
                product = 0;
                A1[7:0] = 0;
                A1[15:8] = 0;
                B1 = B;
                for (i=0; i<8; i = i+1) begin
                    if (B1[i] == 1'b1) begin
                        product = product + ( A << i );
                    end
                end
           end
      end
endmodule
==> ./run.sh <==
#!/bin/bash
# OpenROAD 26Q1-2900-gdf79404cd8, Yosys 0.63+post, stock flow scripts
make -C /OpenROAD-flow-scripts/flow DESIGN_CONFIG=/design/flow/config.mk WORK_HOME=/design/flow/orfs finish
==> ./config.mk <==
export PLATFORM = sky130hd
export DESIGN_NAME = mult
export DESIGN_NICKNAME = mult
export VERILOG_FILES = /design/flow/design.v
export SDC_FILE = /design/flow/constraint.sdc
export NUM_CORES = 4
export LEC_CHECK = 1
export CORE_UTILIZATION = 50
==> ./constraint.sdc <==
current_design mult

set clk_period 18.3
set clk_io_pct 0.2

create_clock -name clk0 -period $clk_period [get_ports {CLK}]

set non_clock_inputs [all_inputs -no_clocks]
set_input_delay [expr $clk_period * $clk_io_pct] -clock clk0 $non_clock_inputs
set_output_delay [expr $clk_period * $clk_io_pct] -clock clk0 [all_outputs]
==> flow_summary.toml <==
# yosys + openroad results
[run_status]
outcome = "finished clean"

[global_routing]
antenna_violations_before_repair = 0
grt_start_max_net_pins = 24
track_usage = 0.2567
first_global_vias = 3012
grt_overflow_total = 0
grt_pass1_wl_mm = 15.05

[place]
place_hpwl_mm = 7.198
io_buffers = 33
place_worst_setup_slack_ns = 5.292
placed_cell_area_mm2 = 0.003976
dp_cells = 581
globalplace.congestion = 0.9737

[drt]
total_antenna_diodes_in_the_routed_design = 0
dr_total_vias = 3413
detail_route.iter0.violations = 211
antenna_left = 0
route.detailed.wl_per_inst_um = 15.36
drt-pass1-iter-count = 4
drt_wl_total_mm = 8.970
post-route-drc-count = 0
route.detailed.vias_per_inst = 5.844

[flow_run]
stage_log_warnings = 32
max_cap_viol_count = 0

[final_timing]
setup_total_negative_slack_ns = 0
achievable-frequency_mhz = 77.92
finalSetupViolCount = 0
fin_crit_ns = 12.83
tightestPinTransition_ns = 0.7727
finalCritPeriodShare = 0.7013
final_max_slew_viol_count = 0
relSlewSlack = 0.4832
rsz0062_at_grt = "no"
final.setup.worst_slack_ns = 5.467
hold_viol = 0
fin_worst_hold_slack_ns = 4.291

[worst_setup_path]
worst-path-max-fanout = 10
crit_buf_inv = 4
endpoint_type_of_the_worst_setup_path = "register"
setup.worst_path.start = "A[1]"
cp_top_family = "AND-OR/OR-AND gates"
timing.critical_path.depth = 45
critical_path.slowest_cell = "clkdlybuf4s50_1"
required_ns = 18.41
cp.arrival_ns = 12.94
path_common_cell = "ha_1"
critical_path_class = "in2reg"
critical_path.startpoint_type = "input pin"
slowest_delay_ns = 0.75

[synthesis]
yosys.area_share.aoi = 0.2931
synth.yosys.num_cells = 463
syn-instance-count = 463
top_cell = "ha_1"
synthFlopType = "dfxtp_1"
yosysChipArea_mm2 = 0.003560
ys_top_cells_by_area = "ha_1 21%, dfxtp_1 9.0%, xnor2_1 5.2%"
synth-async-reset-ratio = 0
synthesis.area_mm2 = 0.003560
yosys.area_share.adder = 0.2503
synth.logic.top_family = "AND-OR/OR-AND gates"
yosys_warnings = 1
postSynthRegisterBits = 16
synthMuxAreaShare = 0.05729
top_cells_by_count = "60 x ha_1, 35 x a21oi_1, 34 x nand2_1"
simple_gate_portion_of_the_synthesized_area = 0.1944
library_cell_occupying_the_most_area_in_the_post_synthesis_netlist = "ha_1"
synth.avg_cell_area_um2 = 7.688
ys_types = 66
netlist.area_leader.share = 0.2109
yosysSeqAreaShare = 0.08998
synth-xor-area-share = 0.06643
number_of_synthesized_flops_with_an_enable_pin = 0

[floorplanning]
die_h_um = 86.38
floorplan.initialDensity = 0.5211
chipWidth_um = 86.38
chip_area_mm2 = 0.007461
io-pin-count = 34
row_count = 30
coreArea_mm2 = 0.006832

[clocking]
maximum_count_of_clock_buffers_along_a_single_path = 2
path_clk_slew_ns = 0.05
cts-htree-levels = 1
cts_resized = 0
ctsHoldBuffers = 0
tritoncts = "yes"
tritoncts.num_buffers = 3
cts_setup_buffers = 0
clock-root-buffer = "clkbuf_8"
clock_sinks = 16

[final_layout]
design_area_mm2 = 0.004018
syn2layout_area_growth_pct = 12.86
fill_cells = 648
largest_register_ffs = 16
instances_no_fill = 584
fin_util = 0.5881
final_layout_size_suffix_gt1_frac = 0.05738

[power]
power.total_uw = 428.1
cellLeakagePower_nw = 1.799
pwr_density_cell_mw_per_mm2 = 106.6
peak_ir_drop_on_the_vdd_network_mv = 0.04996

[worst_hold_path]
timing.hold.worst_path_depth = 3
holdCritStartpoint = "B[7]"
min-delay-path-class = "in2reg"
[final timing paths]
kind | to | slack [ns]
hold / removal | product[9] | 4.29
setup / recovery | product[14] | 5.47
[layer usage]
| layer | global-route usage | vias up | wire length (µm) |
|---|---|---|---|
| li1 | - | 1765 | - |
| met3 | 0.008696 | 4 | 220 |
| met5 | 0 | - | 0 |
| met1 | 0.4280 | 1591 | 5012 |
| met4 | 0.01212 | 0 | 45 |
| met2 | 0.3882 | 53 | 3692 |
[cells by family (layout without fill, tap and decap cells)]
group / Yosys count / in the layout
AND-OR/OR-AND: 153 / 153
multiplexers: 19 / 19
buffers and inverters: 45 / 70
XOR/XNOR: 27 / 27
flip-flops: 16 / 16
AND/OR/NAND/NOR: 136 / 136
adder cells (fa/ha/maj): 67 / 67
[area by class of cell]
| cell class | instances | area [µm²] | area share |
|---|---|---|---|
| well taps | 96 | 120.1 | 0.02990 |
| repair buffers | 36 | 352.8 | 0.08782 |
| inverters | 31 | 116.4 | 0.02896 |
| clock buffers | 3 | 41.29 | 0.01028 |
| multi-input cells | 402 | 3067 | 0.7633 |
| flip-flops and latches | 16 | 320.3 | 0.07973 |
[cell usage in the layout, fill, tap and decap left out, drive strengths merged, types with 13 or more instances in the layout]
master	instances
nor2b	13
xnor2	21
ha	60
nor2	31
inv	31
dfxtp	16
a21o	16
o21ai	31
a21oi	37
clkdlybuf4s50	33
nand2	34
[power by group]
group	internal (mW)	total (mW)	switching, mW
Sequential	0.0449	0.0471	0.00223
Combinational	0.170	0.357	0.187
Clock	0.0145	0.0240	0.00949
